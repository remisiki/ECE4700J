$ cat flow/design.v
`timescale 1ns/100ps
module mult_stage(
					input clock, reset, start,
					input [63:0] product_in, mplier_in, mcand_in,
					output logic done,
					output logic [63:0] product_out, mplier_out, mcand_out
				);
	parameter stage_num = 8;
	parameter partial_bit_num = 64 / stage_num;
	logic [63:0] prod_in_reg, partial_prod_reg;
	logic [63:0] partial_product, next_mplier, next_mcand;
	assign product_out = prod_in_reg + partial_prod_reg;
	assign partial_product = mplier_in[(partial_bit_num - 1):0] * mcand_in;
	assign next_mplier = {{{partial_bit_num}{1'b0}}, mplier_in[63:partial_bit_num]};
	assign next_mcand = {mcand_in[(63 - partial_bit_num):0], {{partial_bit_num}{1'b0}}};
	always_ff @(posedge clock) begin
		prod_in_reg      <= #1 product_in;
		partial_prod_reg <= #1 partial_product;
		mplier_out       <= #1 next_mplier;
		mcand_out        <= #1 next_mcand;
	end
	always_ff @(posedge clock) begin
		if(reset)
			done <= #1 1'b0;
		else
			done <= #1 start;
	end
endmodule
$ cat flow/run.sh
#!/bin/bash
# OpenROAD 26Q1-2900-gdf79404cd8, Yosys 0.63+post, stock flow scripts
make -C /OpenROAD-flow-scripts/flow DESIGN_CONFIG=/design/flow/config.mk WORK_HOME=/design/flow/orfs finish
$ cat flow/config.mk
export PLATFORM = sky130hd
export DESIGN_NAME = mult_stage
export DESIGN_NICKNAME = mult_stage
export VERILOG_FILES = /design/flow/design.v
export SDC_FILE = /design/flow/constraint.sdc
export NUM_CORES = 4
export LEC_CHECK = 1
export CORE_UTILIZATION = 50
$ cat flow/constraint.sdc
current_design mult_stage

set clk_period 42.1
set clk_io_pct 0.2

create_clock -name clk0 -period $clk_period [get_ports {clock}]

set non_clock_inputs [all_inputs -no_clocks]
set_input_delay [expr $clk_period * $clk_io_pct] -clock clk0 $non_clock_inputs
set_output_delay [expr $clk_period * $clk_io_pct] -clock clk0 [all_outputs]
==> Slide: Implementation Results <==
Run Summary

Synth
  • Post-Synth Adder-Cell Area: 0.372
  • Synthesis area per yosys: ~0.023 sq mm
  • Area fraction in mux cells: 0
  • AO/OA Area Share: 0.120
  • Synth area leader: fa_1
  • Seq cells post-synth: roughly 240
  • Main flop type: dfxtp_1
  • Area fraction in xor and xnor cells: 0.0484
  • Avg Cell Area, Syn: 9.50 sq um
  • Synth Seq Share: 0.207
  • Top non-seq family: adder cells
  • Mapped cell area: ~0.023 sq mm
  • Post-synth ARST share: 0
  • Synth area leaders: fa_1, dfxtp_1, and2_1
  • Post-synthesis cell type count: approximately 79
  • Post-synth EDFFs: 0
  • Ys Warns: 1
  • Post-Synth Simple-Gate Area: 0.185
  • Synth top cells by count: and2_1, fa_1, inv_1, dfxtp_1, nand2_1
  • Mapped Cells: 2457
  • Yosys cell count: 2457
  • Share of the synthesized area in the top cell type: 0.299
  • Yosys top cell by instances: and2_1

Floorplan
  • Die X: ~220 um
  • Row Count: 78
  • Init Core Util: 0.511
  • Core Footprint: 0.0457 sq mm
  • Die ar.: about 0.048 sq mm
  • Die Span Y: 218 um
  • I/O pin cnt: 388

Timing
  • Slew @ Worst Pin: between 0.7 and 0.8 ns
  • Final setup vio count: 0
  • Hold WS: slightly above 8 ns
  • Fin crit share: 0.332
  • RSZ-0062 raised after global routing: no
  • Rel. slew slack: 0.493
  • F_max: a little over 70 MHz
  • Setup TNS: 0 ns
  • Final Hold Viols: 0
  • Pins Over Slew Limit: 0
  • Minimum clock period: about 14 ns

CTS
  • Resized cells post-CTS: 0
  • Inserted Clock Buffers: 28
  • Clock buffer depth: 3
  • Post-cts hold-fix buffer tally: 0
  • Postcts setup bufs: 0
  • Clk root buf: clkbuf_16
  • CTS tree: yes
  • H-tree depth: 1
  • Clock-pin slew on the worst setup and hold paths: about 0.060 ns
  • Clock Sinks: roughly 240

Route
  • Antenna-violating nets left: 0
  • N_diodes: 0
  • Remaining DRCs: 0
  • Via count: between 15000 and 20000
  • Final WL: roughly 65 mm
  • Vias/cell: approximately 5.3
  • Drt wl/cell: 19.1 um
  • DRT iter0 DRCs: about 760
  • Pre-antenna DRT Iters: 7

Setup path
  • Type of destination of the critical path: flop
  • Critical path class: input port to flop
  • Critical path data arrival time: 14.46 ns
  • CP Max Fanout: just over 60
  • Critical Path Start: mplier_in[2]
  • Required time worst endpoint: 42.59 ns
  • CP Launch Type: input port
  • Worst Setup EP: partial_prod_reg[57]$_DFF_P_

Global route
  • GRT Residual Overflow: 0
  • Vias in the first global route: ~19000
  • Total GRT Usage: 0.297
  • Pin count of the biggest net entering global routing: roughly 65
  • Antenna violations before repair: 0
  • First-pass GRT wire length: between 100 and 150 mm

Flow run
  • Max-Cap Viols: 0
  • Log Warnings: 26

Worst hold path
  • Worst Hold Class: input port to flop

Power
  • Pwr dens: roughly 73 mW/mm^2
  • Worst vdd ir: roughly 0.047 mV
  • Pleak: 12.8 nW

Finish
  • Area Growth Syn to Fin: 21.8%
  • Finished Layout Cells: between 3000 and 4000
  • Share of cells above drive strength 1: 0.0333

Place
  • Placed cells: about 3300
  • PortBufs: between 300 and 400
  • Final HPWL DP: 50.7 mm
  • GP Congestion: ~0.95

Status
  • Outcome: finished, final reports clean
[layout make-up]
class                           count  area (sq um)
Clock inverter                     20           262
Multi-Input combinational cell   1836         17000
Tap cell                          600           751
Timing Repair Buffer              379          3760
Inverter                          285          1070
Clock buffer                       32           746
Sequential cell                   241          4820
Fill cell                        3687         17300
[layer usage]
| layer | global-route usage | up-vias | share of wire |
|---|---|---|---|
| li1 | - | 8532 | - |
| met4 | 0.0443 | 0 | 0.019 |
| met2 | 0.424 | 769 | 0.42 |
| met1 | 0.472 | 8670 | 0.46 |
| met5 | 0.00417 | - | 0 |
| met3 | 0.0970 | 61 | 0.096 |
[power breakdown]
| part | total [W] | switching, W | internal (W) |
|---|---|---|---|
| clock | 0.000259 | 0.000106 | 0.000154 |
| combinational | 0.00152 | 0.000837 | 0.000680 |
| sequential | 0.000304 | 0.0000210 | 0.000283 |
[worst min-delay path by stage]
stage	startpoint	end	slack, ns	cells past startpoint
5_1_grt	mplier_in[43]	mplier_out[35]$_DFF_P_	8.25	1
4_1_cts	mplier_in[19]	mplier_out[11]$_DFF_P_	8.23	1
6_report	product_in[63]	prod_in_reg[63]$_DFF_P_	8.27	1
[cells in the final DEF, fill, tap and decap left out, drive strengths merged, types with 59 or more instances in the layout]
| cell type | netlist | routed |
|---|---|---|
| nor2 | 63 | 63 |
| inv | 285 | 286 |
| ha | 135 | 135 |
| dfxtp | 241 | 241 |
| and2 | 401 | 401 |
| clkdlybuf4s50 | 0 | 369 |
| a21o | 59 | 59 |
| o21ai | 79 | 79 |
| fa | 349 | 349 |
| xnor2 | 87 | 87 |
| nand2 | 173 | 173 |
| a21oi | 145 | 145 |
[metrics by stage]
| stage | area (sq um) | setup WS [ns] | util | power [W] |
|---|---|---|---|---|
| after floorplan | 23400 | 28.83 | - | 0.00130 |
| after global placement | 27400 | 27.58 | 0.600 | 0.00181 |
| after detailed placement | 27400 | 27.57 | 0.600 | 0.00181 |
| after CTS | 28400 | 28.20 | 0.622 | 0.00208 |
| after global routing | 28400 | 27.84 | 0.622 | 0.00228 |
| final | 28400 | 28.13 | 0.622 | 0.00208 |
[worst max-delay path, cell delays in order]
cell and delay (ns):
clkdlybuf4s50_1 0.46, buf_4 0.53, and2_1 0.25, fa_1 0.43, fa_1 0.52, fa_1 0.49
inv_1 0.05, fa_1 0.47, inv_1 0.04, ha_1 0.39, a21oi_1 0.37, nand2_1 0.20
nor4b_4 0.34, o211ai_2 0.14, and4bb_4 0.26, o31ai_4 0.38, o31ai_4 0.15, a21oi_4 0.23
o21ai_1 0.11, xnor2_1 0.20
[cells by family after synthesis]
logic type	Yosys count
AOI/OAI and AO/OA	421
xor gates and xnor gates	129
adders and majority gates	484
buffers and inverters	395
DFF	241
other	1
and+or+nand+nor	786
Power and IR drop assume default switching activity.
